### flow/design.v
module memory_access (
  input clk,
  input rstn,
  input suspend_cpu,
  output phase_done,
  input sema_valid,
  input sema_data_in,
  input sema_is_empty,
  output reg sema_ready,
  output reg sema_write,
  output reg sema_data_out,
  input [15:0] ex_alu_result,
  input  [7:0] ex_branch_target_address,
  input        ex_branch_taken,
  input  [3:0] ex_rd_id,
  input        ex_mem_branch,
  input        ex_mem_write,
  input        ex_mem_read,
  input        ex_reg_write,
  input        ex_mem_to_reg,
  input        ex_sema_read,
  input        ex_sema_write,
  input  [7:0] ex_mem_addr,
  input [15:0] ex_mem_write_data,
  output  [7:0] data_memory_address,
  output        data_memory_write_en,
  output [15:0] data_memory_write_data,
  output        data_memory_read_en,
  output reg [15:0] mem_alu_result,
  output reg  [3:0] mem_rd_id,
  output reg        mem_reg_write,
  output reg        mem_mem_to_reg,
  output            mem_take_branch,
  output      [7:0] mem_branch_target_address,
  output reg mem_sema_read_performed,
  output reg mem_sema_writeback
);
assign data_memory_address = ex_mem_addr;
assign data_memory_write_en = ex_mem_write;
assign data_memory_read_en = ex_mem_read;
assign data_memory_write_data = ex_mem_write_data;
assign mem_take_branch = ((ex_branch_taken == 1'b1) & (ex_mem_branch == 1'b1)) ? 1'b1 : 1'b0;
assign mem_branch_target_address = ex_branch_target_address;
reg sema_phase_done;
always @(posedge clk or negedge rstn) begin
  if (rstn == 1'b0) begin
    sema_data_out <= 1'b0;
    sema_write <= 1'b0;
    sema_ready <= 1'b0;
    sema_phase_done <= 1'b0;
  end else if (suspend_cpu == 1'b0) begin
    if (ex_sema_write == 1'b1 && sema_is_empty == 1'b1) begin
      sema_data_out <= ex_mem_write_data[0];
      sema_write    <= 1'b1;
      sema_phase_done    <= 1'b1;
    end
    if (ex_sema_read == 1'b1 && sema_valid == 1'b1) begin
      mem_sema_read_performed <= ex_sema_read;
      mem_sema_writeback <= sema_data_in;
      sema_ready     <= 1'b1;
      sema_phase_done     <= 1'b1;
    end
  end else begin
    mem_sema_read_performed <= 1'b0;
    mem_sema_writeback <= 1'b0;
    sema_ready <= 1'b0;
    sema_write <= 1'b0;
    sema_phase_done <= 1'b0;
  end
end
always @(posedge clk or negedge rstn) begin
  if (rstn == 1'b0) begin
    mem_alu_result <= 1'b0;
    mem_rd_id      <= 1'b0;
    mem_reg_write  <= 1'b0;
    mem_mem_to_reg <= 1'b0;
  end else if (suspend_cpu == 1'b0) begin
    mem_alu_result <= ex_alu_result;
    mem_rd_id      <= ex_rd_id;
    mem_reg_write  <= ex_reg_write;
    mem_mem_to_reg <= ex_mem_to_reg;
  end
end
assign phase_done = (ex_sema_read == 1'b1 || ex_sema_write == 1'b1) ? sema_phase_done : 1'b1;
endmodule
### flow/run.sh
#!/bin/bash
# OpenROAD 26Q1-2900-gdf79404cd8, Yosys 0.63+post, stock flow scripts
make -C /OpenROAD-flow-scripts/flow DESIGN_CONFIG=/design/flow/config.mk WORK_HOME=/design/flow/orfs finish
### flow/config.mk
export PLATFORM = sky130hd
export DESIGN_NAME = memory_access
export DESIGN_NICKNAME = memory_access
export VERILOG_FILES = /design/flow/design.v
export SDC_FILE = /design/flow/constraint.sdc
export NUM_CORES = 4
export LEC_CHECK = 1
export CORE_AREA = 10 10 90 90
export DIE_AREA = 0 0 100 100
### flow/constraint.sdc
current_design memory_access

set clk_period 1.1
set clk_io_pct 0.2

create_clock -name clk0 -period $clk_period [get_ports {clk}]

set non_clock_inputs [all_inputs -no_clocks]
set_input_delay [expr $clk_period * $clk_io_pct] -clock clk0 $non_clock_inputs
set_output_delay [expr $clk_period * $clk_io_pct] -clock clk0 [all_outputs]
==> PnR_summary.wiki <==
== Metrics ==
{| class="wikitable"
! Metric !! Value
|-
| Total gr overflow || 0
|-
| Max reg flops || 16
|-
| Root Driver || clkbuf_8
|-
| Setup repair after global routing missed its margin || true
|-
| Crit path buf inv count || 1
|-
| Util after Layout || 0.299
|-
| Register share after synthesis || 0.523
|-
| Top-level port count || 129
|-
| Pin count of the biggest net entering global routing || 27
|-
| Max-Slew Margin vs Limit || 0.768
|-
| CTS tree || done
|-
| Ys Warns || 1
|-
| Post-synth area hogs || dfrtp_1 48%, buf_4 19%, mux2_2 15%
|-
| Post-route cell area || 1870 um2
|-
| RePlAce Congestion || 0.716
|-
| Mapped cell area || 1360 um2
|-
| Row count || 29
|-
| Max-cap viol count || 0
|-
| Die Height || around 100 um
|-
| Dpl hpwl || about 2400 um
|-
| Final routed wire length divided by cell count || 14.7 um
|-
| Worst skew pair latency || 0.27 ns
|-
| Violations in the final reports || setup timing
|-
| Wirelength, routed || 3280 um
|-
| GRT Overall Usage || 0.0654
|-
| Initial Utilization || 0.216
|-
| GR met2 Demand/Resource || 0.0966
|-
| Wire length of the first global-routing pass || 5360 um
|-
| Setup slack on the worst flop-to-flop path || approximately 0.10 ns
|-
| Startpoint kind of the worst setup timing path || register
|-
| H-tree Lvls || 1
|-
| Transition time at the pin with the least slew margin || 0.348 ns
|-
| Worst Path Arrival || 0.91 ns
|-
| Worst voltage drop across the vdd grid || 696 uV
|-
| Power Density || approximately 1200 nW/um2
|-
| # port buffers || between 60 and 70
|-
| OpenROAD warning count || 27
|-
| Total Negative Setup Slacks || -0.0261 ns
|-
| Final antenna-violating net count || 0
|-
| Number of antenna violations at the first check in global routing || 0
|-
| Total Power || 2.22 mW
|-
| Max-slew violations || 0
|-
| Number of global-route vias before repair || 1003
|-
| Worst setup path category || register to output pin
|-
| Clk sink count || 28
|-
| Worst hold path stage count || 2
|-
| Global routing's busiest layer || met2
|-
| CP max stage cell || dfrtp_1
|-
| Final cycle utilization of the critical path || 1.02
|-
| Drt first-iter violations || 10
|-
| Fill cells || 639
|-
| Reg2Reg Capture Point || sema_phase_done
|-
| Max Fclk || 0.888 GHz
|-
| Reg with most FFs || mem_alu_result
|-
| Setup ws final || -0.0261 ns
|-
| Met3 layer usage reported by global route || 0.0458
|-
| Met1 Track Usage GR || 0.0798
|-
| HP Class || input port to register
|-
| Largest stage delay on the critical path || 0.38 ns
|-
| Antenna diode count || 0
|-
| Average footprint of a synthesized cell || 13.5 um2
|-
| Final worst path period need || 1.13 ns
|-
| First drt pass iteration count || 2
|-
| Number of cell instances after yosys synthesis || between 100 and 150
|-
| Area grow syn2layout || 37.9%
|-
| Worst-path cell chain || o21bai_1 > buf_2
|-
| Ratio of routed vias to standard cells || 3.87
|-
| Largest registers || mem_alu_result x16, mem_rd_id x4
|-
| Remaining design rule violation count || 0
|-
| Startpoint of the worst-slack reg-to-reg timing path || sema_phase_done
|-
| Detailed-route via count || 863
|-
| Run status || finished with violations
|-
| Area of the placeable core || 6280 um2
|-
| Final Skew || 0 ns
|-
| Clock Tree Buf Depth || 2
|-
| Worst hold path startpoint || ex_mem_write_data[0]
|-
| Clock slew seen by the registers of the worst setup and hold paths || approximately 0.09 ns
|-
| Largest driver fanout on the critical path || 2
|-
| Final setup viols || 1
|-
| Largest delay share family, worst path || flip-flops
|-
| Leakage power || 0.874 nW
|-
| Number of cells on the worst reg-to-reg path || 4
|-
| Largest type area fraction || 0.479
|-
| Total placed instance area || 1860 um2
|-
| Horizontal die dimension || 100 um
|-
| Setup WS pre-CTS || -0.410 ns
|-
| Seq cells post-synth || 28
|-
| Cell Type Count || 14
|-
| Leading area contributor after synthesis || dfrtp_1
|-
| Chip Area, Yosys || 1360 um2
|-
| Number of buffers inserted during clock tree synthesis || 3
|-
| Data required time of the critical path || approximately 0.88 ns
|-
| Count of hold-fix buffers inserted at cts || 0
|-
| Final Hold Violating Endpoints || 0
|-
| Kind of end point of the critical path || output pin
|-
| Chip Footprint || 10000 um2
|-
| Instance tally after logic synthesis || 101
|-
| Fraction of layout instances using a drive strength above 1 || 0.473
|-
| Worst-case hold path end point || sema_data_out
|}
report_power, final:
part	total [mW]	internal (mW)	switching, mW
Clock	0.570	0.259	0.310
Sequential	1.19	1.14	0.0454
Combinational	0.460	0.336	0.123
what timing repair did:
action / in CTS / in global routing
cloned: 1 / 0
pin swaps: 2 / 1
gates resized: 65 / 26
buffers inserted: 7 / 1
setup endpoints to repair: 50 / 27
endpoints found under the hold margin: 0 / 0
worst max path at each step:
stage	start	end	slack, ns	depth (start not counted)
CTS	sema_phase_done	phase_done	-0.05	2
global route	sema_phase_done	phase_done	-0.09	2
finish	sema_phase_done	phase_done	-0.03	2
final cells by class:
class	count	area [um2]	share of cell area
sequential	28	711	0.379
clock buffer	4	45.0	0.0240
multi-input combinational	36	368	0.196
timing repair buffer	78	654	0.349
tap	77	96.3	0.0514
kinds of logic after synthesis:
| group | Yosys count | synth area share |
|---|---|---|
| compound gates | 5 | 0.0230 |
| buf+inv | 37 | 0.208 |
| flops | 28 | 0.523 |
| mux | 23 | 0.204 |
| simple gates | 8 | 0.0414 |
synthesized netlist by cell type, drive strengths merged:
| master | instances |
|---|---|
| o21bai | 1 |
| nand3b | 1 |
| mux2 | 23 |
| nor2 | 3 |
| dfrtp | 26 |
| nor2b | 3 |
| edfxtp | 2 |
| a21oi | 3 |
| buf | 37 |
| and2 | 1 |
| a221oi | 1 |
per-layer routing:
metal / wire length [um] / part of all wire / vias to the layer above
li1: - / - / 391
met5: 0 / 0 / -
met1: 1360 / 0.41 / 416
met3: 529 / 0.16 / 4
met2: 1380 / 0.42 / 52
met4: 14 / 0.0043 / 0
metrics by stage:
| stage | cells | hold WS, ns |
|---|---|---|
| 2_1_floorplan | 101 | -0.0756 |
| 3_3_place_gp | 210 | 0.440 |
| 3_5_place_dp | 210 | 0.440 |
| 4_1_cts | 222 | 0.292 |
| 5_1_grt | 223 | 0.295 |
| 6_report | 223 | 0.300 |
worst register-to-register path: cells and delay by family, from the launching register on:
family | cells | cell delay (ns)
AND/OR/NAND/NOR | 1 | 0.06
AND-OR/OR-AND | 1 | 0.20
flip-flops | 1 | 0.38
buffers and inverters | 2 | 0.25
cell usage in the layout, fill, tap and decap left out, drive strengths merged:
cell,netlist,final
clkdlybuf4s15,0,5
nand3b,1,1
nor2,3,3
a21oi,3,3
edfxtp,2,2
clkbuf,0,27
dlygate4sd2,0,3
nor2b,3,3
and2,1,1
buf,37,17
clkdlybuf4s50,0,27
dfrtp,26,26
bufbuf,0,1
a221oi,1,1
mux2,23,23
dlymetal6s2s,0,2
o21bai,1,1
No activity file was given, so power comes from the tool's default toggle rates.
