## ./design.v

```verilog
module instruction_execute (
  input  clk,
  input  rstn,
  input  suspend_cpu,
  output phase_done,
  input [4:0] id_opcode,
  input id_alu_src,
  input id_mem_branch,
  input id_mem_write,
  input id_mem_read,
  input id_reg_write,
  input id_mem_to_reg,
  input id_sema_read,
  input id_sema_write,
  input [3:0]  id_rd_id,
  input [15:0] id_rs1,
  input [15:0] id_rs2,
  input [15:0] id_imm,
  output     [15:0] alu_result,
  output reg  [7:0] branch_target_address,
  output reg        branch_taken,
  output reg  [3:0] ex_rd_id, 
  output reg        ex_mem_branch,
  output reg        ex_mem_write,
  output reg        ex_mem_read,
  output reg        ex_reg_write,
  output reg        ex_mem_to_reg,
  output reg        ex_sema_read,
  output reg        ex_sema_write,
  output reg  [7:0] ex_mem_addr,
  output reg [15:0] ex_mem_write_data
);
localparam ADD = 5'd0;
localparam SUB = 5'd1;
localparam MUL = 5'd2;
localparam DIV = 5'd3;
localparam AND = 5'd4;
localparam OR = 5'd5;
localparam XOR = 5'd6;
localparam NOT = 5'd7;
localparam ADDI = 5'd8;
localparam SUBI = 5'd9;
localparam MULI = 5'd10;
localparam DIVI = 5'd11;
localparam ANDI = 5'd12;
localparam ORI = 5'd13;
localparam XORI = 5'd14;
localparam SHL = 5'd15;
localparam SHR = 5'd16;
localparam SHLI = 5'd17;
localparam SHRI = 5'd18;
localparam BEQ = 5'd19;
localparam BNE = 5'd20;
localparam BGT = 5'd21;
localparam BLT = 5'd22;
localparam CEQ = 5'd23;
localparam CNE = 5'd24;
localparam CGT = 5'd25;
localparam CLT = 5'd26;
wire [15:0] alu_in1;
wire [15:0] alu_in2;
reg [15:0] alu_single_cycle_out;
reg [15:0] alu_multi_cycle_out;
reg comp_result;
assign alu_in1 = id_rs1;
assign alu_in2 = (id_alu_src == 1'b1) ? id_imm : id_rs2;
always @(*) begin
  case (id_opcode)
    ADD, ADDI: alu_single_cycle_out = alu_in1 + alu_in2;  
    SUB, SUBI: alu_single_cycle_out = alu_in1 - alu_in2;  
    AND, ANDI: alu_single_cycle_out = alu_in1 & alu_in2;  
    OR, ORI: alu_single_cycle_out = alu_in1 | alu_in2;  
    XOR, XORI: alu_single_cycle_out = alu_in1 ^ alu_in2;  
    NOT: alu_single_cycle_out = ~alu_in1;  
    SHL, SHLI: alu_single_cycle_out = alu_in1 << alu_in2[3:0];  
    SHR, SHRI: alu_single_cycle_out = alu_in1 >> alu_in2[3:0];  
    default:  alu_single_cycle_out = 16'b0;
  endcase
end
always @(*) begin
  case (id_opcode)
    BEQ: branch_taken = (alu_in1 == alu_in2);  
    BNE: branch_taken = (alu_in1 != alu_in2);  
    BGT: branch_taken = (alu_in1 > alu_in2);   
    BLT: branch_taken = (alu_in1 < alu_in2);   
    CEQ: comp_result = (alu_in1 == alu_in2);  
    CNE: comp_result = (alu_in1 != alu_in2);  
    CGT: comp_result = (alu_in1 > alu_in2);   
    CLT: comp_result = (alu_in1 < alu_in2);   
    default: begin
      branch_taken = 1'b0;
      comp_result = 1'b0;
    end
  endcase
end
assign branch_target_address = id_imm[7:0];  
always @(posedge clk or negedge rstn) begin
  if (rstn == 1'b0) begin
    ex_rd_id      <= 4'b0;
    ex_mem_branch <= 1'b0;
    ex_mem_write  <= 1'b0;
    ex_mem_read   <= 1'b0;
    ex_reg_write  <= 1'b0;
    ex_mem_to_reg <= 1'b0;
    ex_sema_read  <= 1'b0;
    ex_sema_write <= 1'b0;
    ex_mem_addr   <= 8'd0;
    ex_mem_write_data <= 16'd0;
  end else if (suspend_cpu == 1'b0) begin
    ex_rd_id      <= id_rd_id;
    ex_mem_branch <= id_mem_branch;
    ex_mem_write  <= id_mem_write;
    ex_mem_read   <= id_mem_read;
    ex_reg_write  <= id_reg_write;
    ex_mem_to_reg <= id_mem_to_reg;
    ex_sema_read  <= id_sema_read;
    ex_sema_write <= id_sema_write;
    ex_mem_addr   <= id_imm[7:0];
    ex_mem_write_data <= (id_opcode == CEQ || id_opcode == CNE ||
                          id_opcode == CGT || id_opcode == CLT) ? {15'd0, comp_result} : id_rs1;
  end
end
reg [15:0] mul_acc;
reg [16:0] div_temp;
reg [15:0] dividend;
reg [15:0] divisor;
reg [4:0] cycle_count;
typedef enum logic [1:0] {
  IDLE = 2'b00,
  MULT = 2'b01,
  DIVD = 2'b10,
  DONE = 2'b11
} state_t;
state_t multi_cycle_state;
reg multi_cycle_phase_done;
always @(posedge clk or negedge rstn) begin
  if (rstn == 1'b0) begin
    multi_cycle_state <= IDLE;
    mul_acc <= 16'd0;
    div_temp <= 16'd0;
    dividend <= 16'd0;
    divisor <= 16'd0;
    cycle_count <= 5'd0;
    alu_multi_cycle_out <= 16'd0;
    multi_cycle_phase_done <= 1'b0;
  end else if (suspend_cpu == 1'b0) begin
    case (multi_cycle_state)
      IDLE: begin
        cycle_count <= 5'd0;
        alu_multi_cycle_out <= 16'd0;
        multi_cycle_phase_done <= 1'b0;
        if (id_opcode == MUL || id_opcode == MULI) begin
          mul_acc <= 16'd0;
          multi_cycle_state <= MULT;
        end else if (id_opcode == DIV || id_opcode == DIVI) begin
          div_temp <= 16'd0;
          dividend <= alu_in1;
          divisor <= alu_in2;
          multi_cycle_state <= DIVD;
        end
      end
      MULT: begin
        if (cycle_count < 16) begin
          if (alu_in2[cycle_count]) begin
            mul_acc <= mul_acc + (alu_in1 << cycle_count);
          end
          cycle_count <= cycle_count + 1;
        end else begin
          alu_multi_cycle_out <= mul_acc;
          multi_cycle_state <= DONE;
        end
      end
      DIVD: begin
        if (cycle_count < 16) begin
          div_temp = {div_temp[16-2:0],dividend[16-1]};
          dividend[16-1:1] = dividend[16-2:0];
          div_temp = div_temp-divisor;
          if(div_temp[16-1] == 1) begin
            dividend[0] = 0;
            div_temp = div_temp + divisor;
          end else begin
            dividend[0] = 1;
          end
          cycle_count <= cycle_count + 1;
        end else begin
          alu_multi_cycle_out = dividend;
          multi_cycle_state <= DONE;
        end
      end
      DONE: begin
        multi_cycle_phase_done <= 1'b1;
      end
    endcase
  end else begin
    multi_cycle_state <= IDLE;
    multi_cycle_phase_done <= 1'b0;
  end
end
assign alu_result = (id_opcode == MUL || id_opcode == MULI || 
                     id_opcode == DIV || id_opcode == DIVI) ? alu_multi_cycle_out : alu_single_cycle_out;
assign phase_done = (id_opcode == MUL || id_opcode == MULI || 
                     id_opcode == DIV || id_opcode == DIVI) ? multi_cycle_phase_done : 1'b1;
endmodule
```

## ./run.sh

```bash
#!/bin/bash
# OpenROAD 26Q1-2900-gdf79404cd8, Yosys 0.63+post, stock flow scripts
make -C /OpenROAD-flow-scripts/flow DESIGN_CONFIG=/design/flow/config.mk WORK_HOME=/design/flow/orfs finish
```

## ./config.mk

```make
export PLATFORM = sky130hd
export DESIGN_NAME = instruction_execute
export DESIGN_NICKNAME = instruction_execute
export VERILOG_FILES = /design/flow/design.v
export SDC_FILE = /design/flow/constraint.sdc
export NUM_CORES = 4
export LEC_CHECK = 1
export CORE_UTILIZATION = 40
```

## ./constraint.sdc

```tcl
current_design instruction_execute

set clk_period 13.1
set clk_io_pct 0.2

create_clock -name clk0 -period $clk_period [get_ports {clk}]

set non_clock_inputs [all_inputs -no_clocks]
set_input_delay [expr $clk_period * $clk_io_pct] -clock clk0 $non_clock_inputs
set_output_delay [expr $clk_period * $clk_io_pct] -clock clk0 [all_outputs]
```

==> results.cfg <==
; synthesis and place-and-route metrics
[status]
status = completed

[worst_setup_path]
required_ps = 10480
arrival_ps = 7580
rr_worst_depth = 15
endpoint_kind = output pin
timing.rr.end = div_temp[14]
cp-start-kind = input pin
crit_fanout = 31
r2r_start = dividend[15]
path_class = in2out
r2r_slack_ps = 8790

[synthesis]
yosys-stat-cells = 1472
synth.distinct_cells = 76
syn-cell-area_um2 = 11900
ys.flops = 126
yosys-stat-area_um2 = 11900
yosys_warnings = 2
synth-edff-count = 0
synth_cells = 1472
async_reset_ff_share_pct = 98.4
syn_avg_cell_area_um2 = 8.07
ff_type = dfrtp_1

[timing]
rsz0062_at_grt = no
final_hold_viol_count = 0
holdWs_ps = 481
max_freq_mhz = 98.1
slew_headroom_pct = 45.2
untimed_endpoints = 3
finalSetupTns_ps = 0
setup_viol = 0
worstMarginPinSlew_ps = 815
drv_slew = 0
unclocked_regs = 2
period_used_pct = 77.8
skew_ps = 12.6
fin_crit_ps = 10200

[power_and_ir_drop]
powerDensity_nw_per_um2 = 128
irDropWorstVdd_mv = 0.0799
power.leakage_nw = 6.17
p_total_w = 0.00180

[global_routing]
antenna_found_initial = 0
grt_pass1_wl_um = 64900
overflow = 0
grt_pass1_vias = 10800
grt_usage_pct = 28.6
grt_max_degree = 62

[die]
die-area_um2 = 30400
ios = 129
fp.coreArea_um2 = 28900
dieHeight_um = 174
placementRows = 62
fp-utilization_pct = 41.1
chipWidth_um = 174

[final_layout]
syn2layout_area_growth_pct = 18.6
utilization_pct = 48.7
layout-drive-gt1-share_pct = 7.44
lay_top_count = nand2_1
layout_top_cells = nand2_1 (145), nor2_1 (132), o21ai_0 (130), clkdlybuf4s50_1 (126), dfrtp_1 (123)
design_area_um2 = 14100

[route]
vias = 11400
wl_per_cell_um = 21.6
drt_iter0_drc = 1139
wirelength_um = 42000
antenna_cells = 0
drt.antenna.violating_nets = 0
vias_per_cell = 5.88
drc = 0
first_pass_iters = 5

[worst_hold_path]
hp-start = ex_mem_write_data[15]
whs_path_depth = 2
min_to = ex_mem_write_data[15]
hold_class = reg2reg

[placed_design]
io_buffers = 128
dpl-instance-area_um2 = 13500
place.gp.congestion = 1.02
dp_hpwl_um = 32000

[clock_network]
cts_buffers = 17
path_clk_slew_ps = 60
clock_path_buffers = 2
clock.latency.late_pin_ps = 430
cts_hold_buf = 0
post_cts_buffers = 0
tritoncts = done
cts_resized = 0
cts-root-buf = clkbuf_16
h-tree-depth = 4

[job]
warnings = 59
drv_cap = 0
-- power by group --
group	internal, W	switching, W
sequential	0.000436	0.0000437
clock	0.000324	0.000207
combinational	0.000349	0.000440
total	0.00111	0.000691
-- cells in the mapped netlist, drive strengths merged (36+ instances only) --
master | instances | area (um2)
clkbuf | 71 | 267
a21oi | 90 | 450
nor3 | 42 | 210
inv | 93 | 349
dfrtp | 123 | 3080
buf | 36 | 211
nand3 | 41 | 205
nand2 | 145 | 544
o21ai | 131 | 656
mux2i | 83 | 831
ha | 93 | 1160
nor2 | 132 | 495
-- critical path: stages --
cell,delay [ps]
clkdlybuf4s50_1,460
buf_4,330
mux2i_4,100
buf_4,250
inv_1,610
ha_1,300
inv_1,60
fa_1,410
nor2b_1,170
o21a_1,190
a211o_1,310
a221o_1,340
a221oi_2,310
mux2i_1,140
xnor2_1,160
o211ai_1,240
clkdlybuf4s50_1,560
-- worst max-delay path by stage --
stage | endpoint | start | cells past startpoint
4_1_cts | alu_result[12] | id_alu_src | 17
5_1_grt | alu_result[14] | id_alu_src | 16
6_report | alu_result[12] | id_alu_src | 17
-- cell type report --
class                   count  area, um2
well taps                 384        480
clock inverters            14        208
multi-input cells        1143       7950
flip-flops and latches    126       3130
fillers                  2752      14800
inverters                  96        360
clock buffers              18        429
repair buffers            162       1530
-- cell families (layout without fill, tap and decap cells) --
family | after synthesis | after routing | share of synthesized area (%)
fa+ha+maj | 98 | 98 | 10.6
latches | 2 | 2 | 0.253
compound gates | 441 | 441 | 24.4
xor+xnor | 42 | 42 | 3.10
buf+inv | 203 | 290 | 7.05
flops | 124 | 124 | 26.1
simple gates | 443 | 443 | 16.8
mux | 119 | 119 | 11.6
-- per-layer routing --
metal | share of wire [%] | vias to the layer above | GRT usage (%) | wire length (um)
met1 | 46 | 5518 | 44.1 | 19400
li1 | - | 5495 | - | -
met4 | 1.7 | 0 | 4.20 | 718
met5 | 0 | - | 0 | 0
met2 | 45 | 371 | 43.6 | 19000
met3 | 7.1 | 36 | 5.24 | 3000
-- metrics by stage --
step	setup slack, ps	instances
global placement	2910	1911
detailed placement	2910	1911
floorplan	4470	1472
global route	2600	1943
finish	2900	1943
CTS	2900	1943
Power and IR drop assume default switching activity.
