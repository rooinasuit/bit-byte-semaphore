--- flow/constraint.sdc ---
current_design instruction_decode

set clk_period 1.5
set clk_io_pct 0.2

create_clock -name clk0 -period $clk_period [get_ports {clk}]

set non_clock_inputs [all_inputs -no_clocks]
set_input_delay [expr $clk_period * $clk_io_pct] -clock clk0 $non_clock_inputs
set_output_delay [expr $clk_period * $clk_io_pct] -clock clk0 [all_outputs]
--- flow/run.sh ---
#!/bin/bash
# OpenROAD 26Q1-2900-gdf79404cd8, Yosys 0.63+post, stock flow scripts
make -C /OpenROAD-flow-scripts/flow DESIGN_CONFIG=/design/flow/config.mk WORK_HOME=/design/flow/orfs finish
--- flow/design.v ---
module instruction_decode (
  input clk,
  input rstn,
  input suspend_cpu,
  input [20:0] instruction,
  input [15:0] wb_regfile_writeback,  
  input  [3:0] wb_rd_id,  
  input        wb_reg_write,  
  output [4:0] opcode,
  output reg alu_src,
  output reg mem_branch,
  output reg mem_write,
  output reg mem_read,
  output reg reg_write,
  output reg mem_to_reg,
  output reg sema_read,
  output reg sema_write,
  output [3:0] rd_id,
  output reg [15:0] rs1,
  output reg [15:0] rs2,
  output reg [15:0] imm
);
localparam ADD = 5'd0;
localparam SUB = 5'd1;
localparam MUL = 5'd2;
localparam DIV = 5'd3;
localparam AND = 5'd4;
localparam OR = 5'd5;
localparam XOR = 5'd6;
localparam NOT = 5'd7;
localparam ADDI = 5'd8;
localparam SUBI = 5'd9;
localparam MULI = 5'd10;
localparam DIVI = 5'd11;
localparam ANDI = 5'd12;
localparam ORI = 5'd13;
localparam XORI = 5'd14;
localparam SHL = 5'd15;
localparam SHR = 5'd16;
localparam SHLI = 5'd17;
localparam SHRI = 5'd18;
localparam BEQ = 5'd19;
localparam BNE = 5'd20;
localparam BGT = 5'd21;
localparam BLT = 5'd22;
localparam CEQ = 5'd23;
localparam CNE = 5'd24;
localparam CGT = 5'd25;
localparam CLT = 5'd26;
localparam LD = 5'd27;
localparam ST = 5'd28;
localparam SEMA_RD = 5'd29;
localparam SEMA_WR = 5'd30;
localparam JALR = 5'd31;
wire [3:0] rs1_id;
wire [3:0] rs2_id;
reg [15:0] regfile [15:0];
wire [7:0] i_imm;
wire [7:0] b_imm;
wire [7:0] mem_imm;
assign opcode = instruction[4:0];
always @(posedge clk or negedge rstn) begin
  if (rstn == 1'b0) begin
    alu_src <= 1'b0;
    mem_branch <= 1'b0;
    mem_write <= 1'b0;
    mem_read <= 1'b0;
    reg_write <= 1'b0;
    mem_to_reg <= 1'b0;
    sema_read <= 1'b0;
    sema_write <= 1'b0;
  end else if (suspend_cpu == 1'b0) begin
    case (opcode)
      ADD, SUB, MUL, DIV, AND, OR, XOR, NOT, SHL, SHR: begin
        alu_src <= 1'b0;
        mem_branch <= 1'b0;
        mem_write <= 1'b0;
        mem_read <= 1'b0;
        reg_write <= 1'b1;
        mem_to_reg <= 1'b0;
        sema_read <= 1'b0;
        sema_write <= 1'b0;
      end
      ADDI, SUBI, MULI, DIVI, ANDI, ORI, XORI, SHLI, SHRI: begin
        alu_src <= 1'b1;
        mem_branch <= 1'b0;
        mem_write <= 1'b0;
        mem_read <= 1'b0;
        reg_write <= 1'b1;
        mem_to_reg <= 1'b0;
        sema_read <= 1'b0;
        sema_write <= 1'b0;
      end
      BEQ, BNE, BGT, BLT: begin
        alu_src <= 1'b0;
        mem_branch <= 1'b1;
        mem_write <= 1'b0;
        mem_read <= 1'b0;
        reg_write <= 1'b0;
        mem_to_reg <= 1'b0;
        sema_read <= 1'b0;
        sema_write <= 1'b0;
      end
      CEQ, CNE, CGT, CLT: begin
        alu_src <= 1'b0;
        mem_branch <= 1'b0;
        mem_write <= 1'b0;
        mem_read <= 1'b0;
        reg_write <= 1'b0;
        mem_to_reg <= 1'b0;
        sema_read <= 1'b0;
        sema_write <= 1'b1;
      end
      LD: begin
        alu_src <= 1'b0;
        mem_branch <= 1'b0;
        mem_write <= 1'b0;
        mem_read <= 1'b1;
        reg_write <= 1'b1;
        mem_to_reg <= 1'b1;
        sema_read <= 1'b0;
        sema_write <= 1'b0;
      end
      ST: begin
        alu_src <= 1'b0;
        mem_branch <= 1'b0;
        mem_write <= 1'b1;
        mem_read <= 1'b0;
        reg_write <= 1'b0;
        mem_to_reg <= 1'b0;
        sema_read <= 1'b0;
        sema_write <= 1'b0;
      end
      SEMA_RD: begin
        alu_src <= 1'b0;
        mem_branch <= 1'b0;
        mem_write <= 1'b0;
        mem_read <= 1'b0;
        reg_write <= 1'b1;
        mem_to_reg <= 1'b0;
        sema_read <= 1'b1;
        sema_write <= 1'b0;
      end
      SEMA_WR: begin
        alu_src <= 1'b0;
        mem_branch <= 1'b0;
        mem_write <= 1'b0;
        mem_read <= 1'b0;
        reg_write <= 1'b0;
        mem_to_reg <= 1'b0;
        sema_read <= 1'b0;
        sema_write <= 1'b1;
      end
      JALR: begin
        alu_src <= 1'b0;
        mem_branch <= 1'b1;
        mem_write <= 1'b0;
        mem_read <= 1'b0;
        reg_write <= 1'b1;
        mem_to_reg <= 1'b0;
        sema_read <= 1'b0;
        sema_write <= 1'b0;
      end
      default: begin
        alu_src <= 1'b0;
        mem_branch <= 1'b0;
        mem_write <= 1'b0;
        mem_read <= 1'b0;
        reg_write <= 1'b0;
        mem_to_reg <= 1'b0;
        sema_read <= 1'b0;
        sema_write <= 1'b0;
      end
    endcase
  end
end
assign i_imm = instruction[20:13];
assign b_imm = {instruction[20:17], instruction[8:5]};
always @(posedge clk or negedge rstn) begin
  if (rstn == 1'b0) begin
    imm <= 0;
  end else if (suspend_cpu == 1'b0) begin
    case (opcode)
      ADDI, SUBI, MULI, DIVI, ANDI, ORI, XORI, SHLI, SHRI, LD, ST: begin
        imm <= {15'd0, i_imm};
      end
      BEQ, BNE, BGT, BLT: begin
        imm <= {15'd0, b_imm};
      end
      default: begin
        imm <= 0;
      end
    endcase
  end
end
assign rd_id = instruction[8:5];
assign rs1_id = instruction[12:9];
assign rs2_id = instruction[16:13];
integer i_reg;
always @(*) begin
  if (rstn == 1'b0) begin
    rs1 = 16'd0;
    rs2 = 16'd0;
    for (i_reg = 0; i_reg < $size(regfile); i_reg = i_reg+1) begin
      regfile[i_reg] = 16'd0;
    end
  end else if ((wb_reg_write == 1'b1) & (wb_rd_id != 0)) begin
    regfile[wb_rd_id] = wb_regfile_writeback;
  end else if (suspend_cpu == 1'b0) begin
    if ((opcode != LD) && (opcode != SEMA_RD)) begin
      rs1 = regfile[rs1_id];
    end
    case (opcode)
      ADD, SUB, MUL, DIV, AND, OR, XOR, SHL, SHR,
      BEQ, BNE, BGT, BLT, CEQ, CNE, CGT, CLT: begin
        rs2 = regfile[rs2_id];
      end
      default: begin
        rs2 = 16'd0;
      end
    endcase
  end
end
endmodule
--- flow/config.mk ---
export PLATFORM = sky130hd
export DESIGN_NAME = instruction_decode
export DESIGN_NICKNAME = instruction_decode
export VERILOG_FILES = /design/flow/design.v
export SDC_FILE = /design/flow/constraint.sdc
export NUM_CORES = 4
export LEC_CHECK = 1
export CORE_UTILIZATION = 30
==> ci_impl_report.md <==
### Yosys + OpenROAD results

| Metric | Value |
|---|---|
| Via count | `about 10k` |
| Fmax | `0.6958 GHz` |
| Pwr/cell area | `319.2 nW/um2` |
| Synth area leaders | `dlxtn_1 (41%), mux2i_1 (5.1%), a22oi_1 (4.3%)` |
| Main flop type | `dlxtn_1` |
| Crit Path Max Fanout | `2` |
| Cell taking the most area after synthesis | `dlxtn_1` |
| Vias in the first global route | `10.23k` |
| FF-to-FF setup slack | `between 800 and 900 ps` |
| Clock Path Buffers | `2` |
| Max Slew Vio Count | `0` |
| WHS | `-0.4696 ps` |
| Vias per cell | `approximately 6.0` |
| Ys async rst share | `4.950%` |
| Max_cap viols | `0` |
| Place WS | `-904.5 ps` |
| Synth warn | `2` |
| Yosys cell count | `between 1k and 1.5k` |
| FP Core Util | `a little under a third` |
| Clk_skew | `0 ps` |
| R2R Path End | `mem_to_reg` |
| Status | `finished with violations` |
| Io pins | `110` |
| Slew HR | `38.46%` |
| DRC | `0` |
| CTS tree | `built` |
| Maximum vdd ir drop | `just under 0.4 mV` |
| H-Tree Depth | `1` |
| Type of origin of the critical path | `input port` |
| Filler cells | `3489` |
| Count of tool warnings | `29` |
| Final hold vios | `2` |
| Crit path DAT | `1140 ps` |
| CTS Root Cell | `clkbuf_16` |
| First-pass GRT wire length | `67.85 mm` |
| Fin area | `approximately 12000 um2` |
| Largest net degree at the start of global routing | `between 60 and 70` |
| Post-synthesis cell area | `10410 um2` |
| Total power | `3.874 mW` |
| Number of flip-flops in the largest register | `256` |
| Site Rows | `67` |
| Antenna cell count | `0` |
| Share of cells above drive strength 1 | `10.53%` |
| Total core area | `between 30000 and 40000 um2` |
| R2R depth | `2` |
| Crit Path Category | `in2out` |
| Yosys stat area | `10410 um2` |
| Clk latency of the worst-skew pair | `roughly 240 ps` |
| Die W | `roughly 190 um` |
| Synth-to-Final Area Change | `16.59%` |
| Post-layout util | `35.84%` |
| Area of placed instances | `11990 um2` |
| R2r startpoint | `mem_to_reg` |
| Final wirelength | `46.37 mm` |
| Die area | `approximately 35000 um2` |
| Number of routed nets with antenna violations | `0` |
| Initial antenna violation count | `0` |
| Comb area | `between 5000 and 6000 um2` |
| CTS hold repair buffers | `0` |
| Post-Syn Instances | `1205` |
| Number of DRC markers in iteration 0 | `1164` |
| Number of distinct library cells after synthesis | `61` |
| WL per Instance | `~27 um` |
| 1st-pass router iterations | `6` |
| Crit path capture type | `primary output` |
| CP Data Required Time | `1200 ps` |
| Post-layout min period | `1437 ps` |
| Worst-Margin Slew | `923.0 ps` |
| Placed Cells | `approximately 1.7k` |
| Failing checks | `hold timing` |
| Final worst slack | `62.77 ps` |
| Synth flops | `between 300 and 400` |
| Final setup violation count | `0` |
| Reg clk slew, reported paths | `50 ps` |
| Hpwl dp | `30.97 mm` |
| Die y size | `approximately 190 um` |
| Inserted Clock Buffers | `3` |
| Port Buffers | `101` |
| Fin crit share | `a little over nine tenths` |
| P_leak | `~5.0 nW` |
| Total GRT Usage | `a little over a quarter` |
| Total gr overflow | `0` |
| Number of unconstrained endpoints | `320` |
| Reg area | `between 4000 and 5000 um2` |
| Register pins left without a clock | `288` |
| Min-delay worst type | `in2async` |
| Setup_tns | `0 ps` |
| Max-area cell share | `41.50%` |
| Non-filler cells, final | `1730` |
| Routability cong. | `between 1 and 1.5` |
| Post-synth EDFFs | `0` |
| Syn avg cell area | `8.639 um2` |
## critical path, cell delays in order
cell	delay (ps)
dlygate4sd2_1	260
buf_6	120
clkdlybuf4s50_1	460
## what timing repair did
item                       4_1_cts  5_1_grt
pin swaps                        3        4
gates resized                   24        9
buffers inserted                 2        2
setup endpoints to repair       21       10
## worst max-delay path by stage
stage / start / endpoint / slack, ps / cells past startpoint
final: instruction[4] / opcode[4] / 60 / 3
after global routing: instruction[0] / imm[2] / -7 / 9
after CTS: instruction[4] / opcode[4] / 0.1 / 3
## cell usage after synthesis, types with 3 or more instances
| cell type | number |
|---|---|
| dlxtn_1 | 288 |
| nand2_1 | 88 |
| o21ai_0 | 85 |
| nor2_1 | 78 |
| a22oi_1 | 59 |
| mux2i_1 | 53 |
| a21oi_1 | 44 |
| clkbuf_1 | 39 |
| buf_2 | 35 |
| nand3_1 | 32 |
| a221oi_1 | 28 |
| inv_1 | 26 |
| a22o_1 | 25 |
| buf_4 | 25 |
| mux2_2 | 23 |
| nor3_1 | 23 |
| and2_1 | 22 |
| nor2b_1 | 22 |
| a31oi_1 | 20 |
| o22ai_1 | 19 |
| a32o_1 | 17 |
| dfrtp_1 | 15 |
| nand2b_1 | 14 |
| a311oi_1 | 11 |
| a211oi_1 | 10 |
| o32ai_1 | 10 |
| o221ai_1 | 9 |
| a32oi_1 | 7 |
| buf_6 | 6 |
| ha_1 | 5 |
| a2111oi_0 | 4 |
| a222oi_1 | 4 |
| and3_1 | 4 |
| o31ai_1 | 4 |
| a221o_1 | 3 |
| and2_0 | 3 |
| buf_1 | 3 |
| mux4_2 | 3 |
| nand4_1 | 3 |
| nor2_2 | 3 |
| o211ai_1 | 3 |
| o2bb2ai_1 | 3 |
## cells by family (layout without fill, tap and decap cells)
| group | after synthesis | count (layout) | share of synthesized area, % |
|---|---|---|---|
| adders and majority gates | 5 | 5 | 0.6010 |
| other | 1 | 8 | 0.03602 |
| DFF | 15 | 15 | 3.606 |
| AOI/OAI and AO/OA | 379 | 379 | 25.61 |
| muxes | 79 | 79 | 8.233 |
| buffers and inverters | 135 | 205 | 6.634 |
| latches | 288 | 288 | 41.50 |
| and+or+nand+nor | 303 | 303 | 13.74 |
## metal layers
metal,up-vias,GRT usage (%),share of wire [%]
li1,4589,-,-
met1,4825,35.64,38
met2,786,38.59,42
met3,192,10.38,14
met4,0,12.10,6.3
met5,-,0,0
## layout make-up
cell class	count	share of cell area (%)
Clock buffer	3	0.6186
Clock inverter	1	0.04124
Inverter	26	0.8660
Multi-Input combinational cell	774	42.30
Sequential cell	303	38.72
Tap cell	448	4.619
Timing Repair Buffer	175	12.84
## layout by cell type (no fill, tap or decap), drive strengths merged, types with 22 or more instances in the layout
master         netlist  final
o21ai               85     85
clkdlybuf4s50        0     83
a22o                25     25
dlxtn              288    288
nand3               32     32
nor2b               22     22
a22oi               59     59
a221oi              28     28
buf                 69     85
nand2               88     88
and2                25     25
mux2i               53     53
a21oi               44     44
nor3                23     23
inv                 26     26
nor2                81     81
mux2                23     23
## power breakdown
part | switching, mW | internal [mW] | leakage (nW) | total [mW]
registers | 0.115 | 1.02 | 2.46 | 1.14
logic | 1.47 | 0.753 | 2.49 | 2.23
clock network | 0.153 | 0.355 | 0.0409 | 0.508
total | 1.74 | 2.13 | 4.99 | 3.87
Power is estimated from default activity; no workload was simulated.
